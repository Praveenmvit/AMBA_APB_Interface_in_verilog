==> /design/flow/design.v <==
module apb_slave(pclk, presetn, paddr, psel, penable, pwdata, pwrite, prdata, pready, pslverr, slave_wait);
  input pclk, presetn, psel,penable, pwrite, slave_wait;
  input [31:0] paddr;
  input [7:0] pwdata;
  output reg [7:0] prdata;
  output reg pready;
  output pslverr;
  reg [7:0] mem[16];
  localparam [1:0] idle = 0, read = 1, write = 2;
  reg [1:0] pstate, nstate;
  reg data_validerr, addr_rangeerr, addr_validerr, cycle_twoerr;
  always @(posedge pclk) begin
    if(presetn == 1'b0) 
      pstate <= idle;
    else
      pstate <= nstate;
  end
  always@(*) begin
    case(pstate)
      idle: begin
        pready = 1'b0;
        prdata = 8'd0;
        cycle_twoerr = 1'b0;
        if(psel == 1) begin
          if(pwrite == 1) 
            nstate = write;
          else
            nstate = read;
        end
      end
      read: begin
        if(psel == 1 && penable == 1) begin
          if(slave_wait == 1) begin
            nstate = read;
          end
          else begin
            if(!data_validerr & !addr_rangeerr & !addr_validerr) begin
              prdata = mem[paddr];
              pready = 1;
              nstate = idle;
            end
            else begin
              prdata = 8'h00;
              pready = 1;
              nstate = idle;
            end
          end
        end
        else begin
          nstate = idle;
          cycle_twoerr = 1'b1;
        end
      end
      write: begin
        if(psel == 1 && penable == 1) begin
          if(slave_wait == 1) begin
            nstate = write;
          end
          else begin
            if(!data_validerr & !addr_rangeerr & !addr_validerr) begin
              mem[paddr] = pwdata;
              pready = 1;
              nstate = idle;
            end
            else begin
              nstate = idle;
              pready = 1;
            end
          end
        end
        else begin
          nstate = idle;
          cycle_twoerr = 1'b1;
        end
      end
      default: nstate = idle;
    endcase
  end
  always @(*) begin
    addr_rangeerr = (paddr>4'd15);
    if(paddr >= 0)
      addr_validerr = 0;
    else
      addr_validerr = 1;
  end
  always @(*) begin
    if(pwdata >= 0) 
      data_validerr = 0;
    else
      data_validerr = 1;
  end
  assign pslverr = (cycle_twoerr)?1'b1:(psel&penable&pready)?(addr_validerr|data_validerr|addr_rangeerr):0;
endmodule
==> /design/flow/run.sh <==
#!/bin/bash
# OpenROAD 26Q1-2900-gdf79404cd8, Yosys 0.63+post, stock flow scripts
make -C /OpenROAD-flow-scripts/flow DESIGN_CONFIG=/design/flow/config.mk WORK_HOME=/design/flow/orfs finish
==> /design/flow/config.mk <==
export PLATFORM = sky130hd
export DESIGN_NAME = apb_slave
export DESIGN_NICKNAME = apb_slave
export VERILOG_FILES = /design/flow/design.v
export SDC_FILE = /design/flow/constraint.sdc
export NUM_CORES = 4
export LEC_CHECK = 1
export CORE_UTILIZATION = 50
==> /design/flow/constraint.sdc <==
current_design apb_slave

set clk_period 2.2
set clk_io_pct 0.2

create_clock -name clk0 -period $clk_period [get_ports {pclk}]

set non_clock_inputs [all_inputs -no_clocks]
set_input_delay [expr $clk_period * $clk_io_pct] -clock clk0 $non_clock_inputs
set_output_delay [expr $clk_period * $clk_io_pct] -clock clk0 [all_outputs]
==> flow_summary_export.csv <==
group,metric,value,unit
floorplanning,core,7410,um^2
floorplanning,chipArea,8180,um^2
placement,dpl_worst_slack,-621,ps
setup_path,worstSetupPathType,"primary input to primary output",
final_timing,rsz0062_at_grt,"no",
finish,drive_gt1_share,11.1,%
synthesis,aoi_share,15.6,%
placement,io_buffer_count,55,
flow_run,log.warning_count,29,
final_timing,worst_pin_slew,879,ps
final_timing,setup_tns,0,ps
synthesis,synthTopLogicFamily,"simple AND/OR/NAND/NOR gates",
flow_run,drv_cap,0,
synthesis,ys_sh_xor,0,%
final_timing,period_used_share,97.5,%
synthesis,syn_avg_cell_area,9.42,um^2
min_path,hold_depth,2,
floorplanning,die_w,90.4,um
finish,area.growth.synth_to_final,15.4,%
grt,track_usage,25.2,%
route,wl,9770,um
final_timing,final_hold_viol_count,0,
floorplanning,ios,56,
status,status,"completed",
route,vias_per_cell,5.83,
setup_path,crit_fanout,2,
grt,gr-total-overflow,0,
final_timing,period_needed,2140,ps
clock_network,clk_pin_slew_worst_paths,30,ps
finish,nFillCells,646,
final_timing,setup_ws,55.2,ps
clock_network,cts_buffers,3,
synthesis,ys_seq_elements,142,
clock_network,clockRootBuffer,"clkbuf_8",
setup_path,end_kind,"primary output",
synthesis,edf_count,0,
synthesis,adder_share,1.28,%
route,firstDrtPassIters,5,
floorplanning,initCoreUtil,52.8,%
placement,placed_cell_area,4500,um^2
finish,flop_area,2140,um^2
clock_network,cts_buffer_depth,2,
final_timing,unclocked_pins,140,
min_path,holdPathEnd,"pstate[1]$_SDFF_PN0_",
clock_network,cts_max_level,1,
power,swShare,36.6,%
floorplanning,die_height,90.4,um
floorplanning,rows,31,
synthesis,ys_top_cells_by_area,"dlxtn_1, nand3_1, a21oi_1",
synthesis,synth_cells,415,
route,vias,3200,
synthesis,syn_area,3910,um^2
power,totalPowerFinal,0.717,mW
power,power_switching,0.262,mW
power,powerDensity,159,nW/um^2
synthesis,ys_sh_simple,22.3,%
final_timing,relSlewSlack,41.3,%
route,antenna_cells,0,
final_timing,final_max_slew_viol_count,0,
synthesis,yosysCellCount,415,
placement,hpwlAfterDp,6730,um
power,ir_drop,120,uV
synthesis,synthArstFlopShare,0,%
synthesis,synth_warnings,2,
synthesis,synth_chip_area,3910,um^2
power,seq_power_share,31.2,%
power,clockPowerShare,20.4,%
synthesis,netlist.area_leader.share,53.7,%
placement,gp_congestion,0.865,
min_path,min-delay-start,"presetn",
grt,grt_pass1_vias,2889,
route,drt_iter0_drc,223,
synthesis,yosys.area.top_type,"dlxtn_1",
route,routedWlPerCell,17.8,um
route,drtAntennaViolNets,0,
grt,grt_max_degree,72,
clock_network,cts_tree,"done",
min_path,hp-class,"primary input to register",
clock_network,cts_hold_buf,0,
final_timing,untimed_endpoints,149,
final_timing,clock.fmax,466,MHz
power,p_int,0.454,mW
route,drcViolationCount,0,
power,p_comb_share,48.4,%
setup_path,startpoint_type,"primary input",
final_timing,setup_viol,0,
finish,mi_logic_area,1670,um^2
grt,antenna_found_initial,0,
power,leakage,1.89,nW
synthesis,synth-main-ff-cell,"dlxtn_1",
grt,grt_pass1_wl,15500,um
finish,final_area,4510,um^2
setup_path,required,1760,ps
synthesis,mux_area_share,2.21,%
synthesis,synth_cell_types,51,
setup_path,worstPathArrival,1700,ps
-- sequential cells by signal, indices dropped and copies added (netlist names) --
| register | cells |
|---|---|
| pstate | 2 |
| mem | 128 |
| nstate | 2 |
| prdata | 8 |
| pready | 1 |
| cycle_twoerr | 1 |
-- cell families (layout without fill, tap and decap cells) --
| logic type | Yosys count | count (layout) |
|---|---|---|
| and+or+nand+nor | 139 | 139 |
| muxes | 8 | 8 |
| buffers and inverters | 36 | 71 |
| AOI/OAI and AO/OA | 86 | 86 |
| latches | 140 | 140 |
| adders and majority gates | 4 | 4 |
| DFF | 2 | 2 |
-- critical path, cell delays in order --
cell,delay [ps]
buf_2,100
or4_4,530
or3_1,310
a41o_1,220
buf_2,100
-- worst max path at each step --
stage                     start      end  slack (ps)  cells past startpoint
final                  paddr[6]  pslverr          60                      5
after global routing  paddr[15]  pslverr        0.08                      6
after CTS             paddr[23]  pslverr           1                      6
-- layout by cell type, fill, tap and decap left out, types with 4 or more instances in the layout --
master             n
nor4_2             4
nand2b_1           5
nor2_1            15
buf_2              6
a21oi_1           29
or3b_2             7
clkdlybuf4s50_1   24
o21ai_0            6
clkdlybuf4s15_1    7
buf_4              9
nand3_1           32
nand2_1            9
a32oi_1            6
a22oi_1            6
clkbuf_2          13
nor2b_1            7
a311oi_1           8
nor4_1             7
ha_1               4
nand3b_1          14
dlxtn_1          140
a22o_1             8
or3b_1             6
nand4_1            8
a32o_1             7
dlygate4sd2_1      5
o22a_1             6
-- stage by stage --
step	hold slack, ps	util, %	instances
after floorplan	562	-	415
after global placement	1060	60.8	545
after detailed placement	1050	60.8	545
after CTS	845	61.3	549
after global routing	869	60.9	549
final	856	60.9	549
-- cells in the mapped netlist (5+ instances only) --
| master | instances |
|---|---|
| nand3b_1 | 14 |
| o22a_1 | 6 |
| or3b_1 | 6 |
| clkbuf_1 | 20 |
| a22oi_1 | 6 |
| a311oi_1 | 8 |
| a32o_1 | 7 |
| nor2b_1 | 7 |
| a32oi_1 | 6 |
| dlxtn_1 | 140 |
| a21oi_1 | 29 |
| or3b_2 | 7 |
| a22o_1 | 8 |
| nand3_1 | 32 |
| nand4_1 | 8 |
| buf_2 | 9 |
| o21ai_0 | 6 |
| nor2_1 | 15 |
| nand2_1 | 9 |
| nor4_1 | 12 |
| nand2b_1 | 5 |
-- layer usage --
layer | vias to the layer above | GRT usage (%) | part of all wire [%]
met4 | 0 | 0.403 | 0
li1 | 1585 | - | -
met1 | 1486 | 40.9 | 46
met3 | 0 | 6.75 | 9.2
met2 | 129 | 37.5 | 45
met5 | - | 0 | 0
-- power by group through the flow --
stage	Combinational, mW	Sequential [mW]	Clock, mW
CTS	0.346	0.224	0.149
finish	0.347	0.224	0.146
global route	0.379	0.237	0.154
-- layout make-up --
| type | count | area share (%) |
|---|---|---|
| repair buffers | 64 | 11.4 |
| clock buffers | 3 | 0.915 |
| well taps | 99 | 2.74 |
| inverters | 4 | 0.333 |
| multi-input cells | 237 | 37.1 |
| flip-flops and latches | 142 | 47.5 |
-- what timing repair did --
| item | CTS | global route |
|---|---|---|
| gates cloned | 0 | 0 |
| buffers inserted | 1 | 0 |
| setup endpoints to repair | 1 | 1 |
| hold endpoints to repair | 0 | 0 |
| resized | 49 | 29 |
| pin swaps | 11 | 10 |
No activity file was given, so power comes from the tool's default toggle rates.
