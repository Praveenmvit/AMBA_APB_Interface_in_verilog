`flow/run.sh`:
```
#!/bin/bash
# OpenROAD 26Q1-2900-gdf79404cd8, Yosys 0.63+post, stock flow scripts
make -C /OpenROAD-flow-scripts/flow DESIGN_CONFIG=/design/flow/config.mk WORK_HOME=/design/flow/orfs finish
```
`flow/config.mk`:
```
export PLATFORM = sky130hd
export DESIGN_NAME = apb_master
export DESIGN_NICKNAME = apb_master
export VERILOG_FILES = /design/flow/design.v
export SDC_FILE = /design/flow/constraint.sdc
export NUM_CORES = 4
export LEC_CHECK = 1
export CORE_UTILIZATION = 30
```
`flow/constraint.sdc`:
```
current_design apb_master

set clk_period 4.1
set clk_io_pct 0.2

create_clock -name clk0 -period $clk_period [get_ports {pclk}]

set non_clock_inputs [all_inputs -no_clocks]
set_input_delay [expr $clk_period * $clk_io_pct] -clock clk0 $non_clock_inputs
set_output_delay [expr $clk_period * $clk_io_pct] -clock clk0 [all_outputs]
```
`flow/design.v`:
```
module apb_master(pclk, presetn, addrin, datain, wr, newd, prdata, pready, psel, penable, paddr, pwdata, pwrite, dataout);
  input pclk, presetn, wr, newd, pready;
  input [31:0] addrin;
  input [7:0] datain, prdata;
  output reg psel, pwrite;
  output reg [31:0] paddr;
  output reg [7:0] pwdata;
  output [7:0] dataout;
  output penable;
  localparam [1:0] idle = 0, setup = 1, enable = 2;
  reg [1:0] pstate, nstate;
  always @(posedge pclk) begin
    if(presetn == 1'b0) 
      pstate <= idle;
    else
      pstate <= nstate;
  end
  always@(*) begin
    case(pstate)
      idle: begin
        if(newd == 1'b1) begin
          nstate = setup;
        end
        else begin
          nstate = idle;
        end
      end
      setup: begin
        nstate = enable;
      end
      enable: begin
        if(newd == 1'b1) begin
          if(pready == 1'b1) begin
            nstate = setup;
          end
          else begin
            nstate = enable;
          end
        end
        else begin
          nstate = idle;
        end
      end
      default: begin
        nstate = idle;
      end
    endcase
  end
  always @(posedge pclk, negedge presetn) begin
    if(presetn == 1'b0) begin
      psel <= 0;
    end
    else if( pstate == idle) begin
      psel <= 0;
    end
    else if( pstate == setup) begin
      psel <= 1;
    end
    else if( pstate == enable) begin
      psel <= 1;
    end
    else begin
      psel <= 0;
    end
  end
  always @(posedge pclk) begin
    case(pstate) 
      idle: begin
        pwrite <= 0;
        pwdata <= 0;
        paddr <= 0;
      end
      setup: begin
        paddr <= addrin;
        pwrite <= wr;
        if(wr == 1'b1) begin
          pwdata <= datain;
        end
      end
    endcase
  end
  assign penable = (pstate == enable)?1'b1:1'b0;
  assign dataout = (pwrite == 0)?((pready == 1)? prdata:8'd0):8'd0;
endmodule
```
==> summary.rpt <==
==== FLOW RESULTS ====
----------------------------------------------------
[Status]
  Status ........................ finished, final reports clean

[Drt]
  Total Routed Length ........................ 3425 um
  Post-DR wirelength/cell ........................ 11.77 um
  Via count ........................ 1,177
  Vias per cell ........................ 4.045
  Drc violations ........................ 0
  Number of antenna repair diodes ........................ 0
  First drt pass iteration count ........................ 2
  Starting DRT DRC Count ........................ 41
  Post-route ant nets ........................ 0

[Pwr]
  PwrDens ........................ 329.9 nW/um2
  Highest ir drop seen on vdd ........................ 0.2154 mV
  Static power due to leakage ........................ 0.001107 uW

[Floorplan]
  Y dimension of the die ........................ 77.87 um
  FP Util ........................ 0.3117
  Chip Area ........................ 6063 um2
  Boundary Pins ........................ about 100
  Core Footprint ........................ 5540 um2
  Row Count ........................ 27
  Die width ........................ roughly 78 um

[Critical path]
  Worst reg-to-reg setup slack ........................ 2680 ps
  Last element of the critical path ........................ dataout[6]
  CP Data Required Time ........................ 3280 ps
  Crit-path max FO ........................ 8
  Reg2Reg Depth ........................ 1
  Destination of the worst register-to-register timing path ........................ paddr[29]
  Sort of element at the end of the critical path ........................ output pin
  Setup CP Type ........................ in2out
  Worst Setup Start Kind ........................ input port
  Launch point of the critical path ........................ pready
  Origin of the critical flop-to-flop path ........................ pstate[0]
  Data arrival time of the worst path ........................ 2180 ps

[Yosys]
  Per-instance average area after synthesis ........................ 15.56 um2
  Cell Area, Synth ........................ 1727 um2
  Register bit count reported by yosys ........................ ~45
  Area of the synthesized netlist per yosys stat ........................ 1727 um2
  Synth Instances ........................ ~110
  Total of warnings raised by yosys ........................ 1
  Share of synthesized area occupied by flip-flops and latches ........................ 0.7623
  Post-synthesis cell type count ........................ 14
  Number of cell instances after yosys synthesis ........................ 111

[STA]
  Clock skew ........................ 6.531 ps
  Portion of the clock cycle consumed by the worst path in the final layout ........................ 0.7323
  Final Hold Violating Endpoints ........................ 0
  Max Slew Vio Count ........................ 0
  Setup TNS after final layout ........................ 0 ps
  Upper clock frequency limit ........................ ~330 MHz
  Shortest period the worst path allows ........................ 3003 ps
  Worst rel slew slack ........................ 0.4921
  Unrepaired setup endpoints after global routing ........................ false
  Slew at the pin with the worst max-slew slack ........................ 761.8 ps
  Number of endpoints failing setup at the final stage ........................ 0

[Worst hold path]
  Hold Path Class ........................ reg2reg
  Launch instance of the worst min-delay path ........................ pstate[0]

[Placed design]
  Final Wtd Congestion ........................ between 0.7 and 0.8
  Cell count after placement ........................ about 280
  Dpl hpwl ........................ between 2000 and 2500 um
  Count of buffers from port buffering ........................ between 100 and 150

[Cells and area]
  Fraction of layout cells with a size suffix above 1 ........................ 0.09589
  Top cells excl fill/tap ........................ 103 x clkdlybuf4s50_1, 41 x edfxtp_1, 38 x and2_1
  End-of-flow core utilization ........................ 0.5266
  Area growth from synthesis to final layout ........................ 68.99%
  Commonest Layout Cell ........................ clkdlybuf4s50_1
  Number of standard cells in the layout, taps in and fillers out ........................ 291

[Clock tree]
  Total of hold buffers inserted after clock tree synthesis ........................ 0
  Clock tree buffer depth ........................ 2
  CTS Root Buffer Type ........................ clkbuf_8
  CTS tree ........................ done
  Source-to-sink clock delay at the later pin of the worst-skew pair ........................ a little under 300 ps
  Post-CTS Setup Inserts ........................ 0
  Clk pin slew, worst setup/hold paths ........................ 80 ps
  Deepest level of the CTS H-tree ........................ 2
  Post_cts resized ........................ 0
  Total clock sinks ........................ 45
  Cts bufs inserted ........................ 5

[Job]
  Tool warnings ........................ 25
  Max-cap violations ........................ 0

[Global route]
  GR Overflow Total ........................ 0
  Vias in the first global route ........................ 1,089
  Total Routing Usage GR ........................ 0.1178
  Antenna violations before repair ........................ 0
  Pin count of the biggest net entering global routing ........................ about 45
  Wire length of the first global-routing pass ........................ ~5200 um

----------------------------------------------------
[Yosys cell counts]
| library cell | count | area [um2] |
|---|---|---|
| o21ai_0 | 1 | 5.000 |
| and2_2 | 11 | 82.58 |
| and2b_1 | 1 | 7.510 |
| dfxtp_1 | 3 | 60.06 |
| nor2_1 | 4 | 15.01 |
| clkbuf_2 | 4 | 20.02 |
| mux2_2 | 1 | 11.26 |
| dfrtp_1 | 1 | 25.02 |
| nand2_1 | 3 | 11.26 |
| nand4b_1 | 1 | 8.760 |
| or2_2 | 1 | 6.260 |
| and2_1 | 38 | 237.7 |
| a21oi_1 | 1 | 5.000 |
| edfxtp_1 | 41 | 1231 |
[layout make-up]
type                            instances  area [um2]
Timing Repair Buffer                  104        1039
Multi-Input combinational cell         62       390.4
Tap cell                               72       90.09
Clock buffer                            6       72.57
Fill cell                             440        2623
Sequential cell                        45        1316
Clock inverter                          2       10.01
[worst min-delay path by stage]
stage     depth (start not counted)  slack, ps  endpoint
4_1_cts                           1        510      psel
5_1_grt                           1        560      psel
6_report                          1        510      psel
[through the flow]
step	hold slack (ps)	cell area, um2	setup slack (ps)	power [uW]
2_1_floorplan	439.6	1727	2145	583.3
3_3_place_gp	469.5	2835	1181	717.1
3_5_place_dp	492.2	2835	1097	718.5
4_1_cts	512.5	2918	1097	974.8
5_1_grt	556.4	2918	1034	1011
6_report	506.6	2918	1097	962.4
[power breakdown]
group          switching [uW]  internal, uW  leakage (uW)
Clock                     139           118     0.0000450
Combinational            34.0           118      0.000574
Sequential               10.1           543      0.000487
[worst max-delay path: stages]
cell	delay, ps
clkdlybuf4s50_1	490
and2b_1	240
and2_1	160
clkdlybuf4s50_1	480
[sequential cells by signal, summed over array words and instances, names as in the netlist]
register,flops
psel,1
paddr,32
pstate,3
pwdata,8
pwrite,1
[kinds of logic after synthesis]
logic type             synth area share
muxes                          0.006521
buffers and inverters           0.01159
DFF                              0.7623
AOI/OAI and AO/OA              0.005792
and+or+nand+nor                  0.2138
[per-layer routing]
metal / global-route usage / vias to the layer above / share of wire
met5: 0 / - / 0
met4: 0.01321 / 0 / 0.0085
met3: 0.07646 / 4 / 0.16
met2: 0.1673 / 74 / 0.42
met1: 0.1628 / 509 / 0.41
li1: - / 590 / -
Power and IR drop assume default switching activity.
